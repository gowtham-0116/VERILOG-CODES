<file path="design.v">
module comparator(
  input [3:0] A,
  input [3:0] B,
  output reg A_grt_B,
  output reg A_les_B,
  output reg A_eqt_B);
  always@(*)begin
    A_grt_B=0;
    A_les_B=0;
    A_eqt_B=0;
    if(A>B)
      A_grt_B=1'b1;
    else if(A<B)
      A_les_B=1'b1;
    else
      A_eqt_B=1'b1;
  end
endmodule
</file>
<file path="run.sh">
#!/bin/bash
# OpenROAD 26Q1-2900-gdf79404cd8, Yosys 0.63+post, stock flow scripts
make -C /OpenROAD-flow-scripts/flow DESIGN_CONFIG=/design/flow/config.mk WORK_HOME=/design/flow/orfs finish
</file>
<file path="config.mk">
export PLATFORM = sky130hd
export DESIGN_NAME = comparator
export DESIGN_NICKNAME = comparator
export VERILOG_FILES = /design/flow/design.v
export SDC_FILE = /design/flow/constraint.sdc
export NUM_CORES = 4
export LEC_CHECK = 1
export CORE_AREA = 10 10 70 70
export DIE_AREA = 0 0 80 80
</file>
<file path="constraint.sdc">
current_design comparator

set clk_period 1.8
set clk_io_pct 0.2

create_clock -name clk0 -period $clk_period

set non_clock_inputs [all_inputs -no_clocks]
set_input_delay [expr $clk_period * $clk_io_pct] -clock clk0 $non_clock_inputs
set_output_delay [expr $clk_period * $clk_io_pct] -clock clk0 [all_outputs]
</file>
==> summary.txt <==
Entry: Yosys synthesis followed by OpenROAD place and route.

Pwr:
- The run gives the internal power of the cells as 0.04054 mW.
- The run gives the power density over cell area as 208.1 nW/µm².
- The run gives the relative contribution of combinational cells to total power as 1.000.
- In this run the static leakage power is 0.1337 nW.
- The run gives the share of total power in sequential cells as 0.
- The run puts the total net switching power at 0.02873 mW.
- The run gives the switching portion of total power as 0.4147.
- The power report attributes to the clock group a share of 0.
- The run gives the largest voltage drop on the vdd net as 0.00002852 V.

Place:
- The run gives the number of cells in the design after placement as 75.
- The run gives the detailed-placement wirelength estimate as 435.3 µm.
- The buffer_ports step reported a buffer count of 11.
- After its last routability iteration, the placer logged a weighted congestion of 0.6699.
- The run puts the total cell area at the placement stage at 286.5 µm².

Routing:
- The run puts the total number of vias at 151.
- The run puts the number of antenna repair diodes at 0.
- After detailed routing, the number of vias per cell comes to 2.013.
- The run puts the average detailed-routed wire length per instance at 6.840 µm.
- The run puts the DRC violation count after routing at 0.
- The run gives the routed wire length as 513 µm.
- The count of nets left with antenna violations once routing finished came out at 0.
- The pre-antenna-repair detailed-routing pass consisted of 2 iterations.
- For this block, the initial DRC count from the detailed router was 4.

Worst setup path:
- The run gives the required time reported for the critical path endpoint as 1.44 ns.
- The worst setup path is of the in -> out kind.
- The run gives the highest net fanout along the worst path as 3.
- STA classifies the critical path endpoint as a primary output.
- The worst setup path is launched from an input pin.
- The run puts the critical path arrival at 1.37 ns.

Final layout:
- The run puts the summed area of non-filler cells in the final layout at 332.8 µm².
- The run gives the number of sequential storage elements as 0.
- The final report lists a non-filler cell total of 75.
- The run gives the share of cells above drive strength 1 as 0.5172.
- The run puts the number of clock buffers in the layout at 0.
- In this run the layout overhead on the synthesized area is reported as 180.0%.
- Once layout is complete, the utilization of the core stands at 0.09744.
- The run gives the area taken by flip-flops and latches as 0 µm².

Floorplan:
- After floorplanning, the core was divided into 21 placement rows.
- The run puts the height of the chip at 80 µm.
- The run gives the area of the core region as 3416 µm².
- The run puts the floorplan die area at 6400 µm².
- The run puts the starting utilization of the core area at 0.03480.
- The run gives the horizontal die dimension as 80 µm.
- The run puts the I/O pin total at 11.

Yosys:
- The run gives the area fraction in compound gates after synthesis as 0.2211.
- The run puts the multiplexer area fraction after synthesis at 0.
- The run puts the share of the synthesized netlist area taken by xor and xnor gates at 0.
- Synthesis handed over a netlist of 18 instances.
- The number of different library cells used by synthesis comes to 9.
- Post-synthesis, Yosys gives the total cell area as 118.9 µm².
- The run gives the number of cells in the yosys synthesis report as 18.
- In this run, the synthesized area fraction spent on and/or/nand/nor cells is recorded as 0.2000.
- The run puts the mean instance size in the synthesized netlist at 6.604 µm².
- The share of the Yosys chip area taken by registers is 0.
- The run puts the post-synthesis instance area at 118.9 µm².
- The run puts the post-synthesis adder-cell area fraction at 0.4211.
- Counting the warning lines in the Yosys log gives 1.
- Of the combinational cells, the family taking the most area is adder cells.

Clocking:
- The run gives the number of setup buffers added after CTS as 0.
- The post-CTS hold buffer count recorded in the log is 0.

Final timing:
- The run puts the maximum achievable frequency at 0.5775 GHz.
- Max-slew check failures listed in the final report amount to 0.
- After layout, the minimum clock period comes to 1.731 ns.
- The run puts the number of endpoints failing setup at the final stage at 0.
- The run gives the slew at the pin closest to its max-slew limit as 0.2070 ns.
- The run puts the count of final hold-check violations at 0.
- The run gives the fraction of the cycle the final worst path needs as 0.9619.
- The run gives the worst hold-check slack as 1.280 ns.
- Setup repair after global routing left no endpoint under its margin.
- The run gives the relative max-transition margin as 0.8610.

Global route:
- The run gives the global-route wire length before repair as 855 µm.
- The run puts the global routing usage summed across all routing layers at 0.01709.
- The run puts the via count of the first global-routing pass at 162.
- The run gives the largest net degree at the start of global routing as 4.
- The number of antenna violations at the first check in global routing is 0.
- The run gives the overall overflow remaining after global route as 0.

Min path:
- The run puts the worst hold path cell count at 4.
- STA reports the tightest min-delay check as being of type in -> out.

Job:
- The run gives the total of max-cap violations as 0.
- The tool warning count for the run is 32.

Outcome:
- The run finished with clean final reports.
-- cell usage in the layout (no fill, tap or decap) --
master,instances
dlygate4sd2_1,8
inv_2,4
ha_4,4
buf_2,3
a21oi_2,1
inv_1,1
nand2b_4,1
nand2_4,1
a21o_1,1
nand2_2,1
nor2_1,1
a21oi_1,1
a311oi_1,1
and2_1,1
-- area by class of cell --
| class | count | area [µm²] |
|---|---|---|
| well taps | 46 | 57.56 |
| fillers | 403 | 3083 |
| multi-input cells | 13 | 171.4 |
| inverters | 5 | 18.77 |
| repair buffers | 11 | 85.08 |
-- cell families after synthesis --
family | count (synthesis)
adder cells (fa/ha/maj) | 4
AND/OR/NAND/NOR | 5
buffers and inverters | 5
AND-OR/OR-AND | 4
-- power by group through the flow --
stage	clock network [mW]	logic, mW	registers (mW)
CTS	0	0.0712	0
global route	0	0.0784	0
finish	0	0.0693	0
-- worst max-delay path: stages --
cell and delay (ns):
dlygate4sd2_1 0.26, ha_4 0.29, a21oi_2 0.07, a311oi_1 0.25
buf_2 0.14
-- synth_stat cells --
cell / n / area [µm²]
a311oi_1: 1 / 8.760
nand2b_1: 1 / 6.260
a21oi_1: 2 / 10.01
inv_1: 5 / 18.77
a21o_1: 1 / 7.510
nor2_1: 1 / 3.750
and2_1: 1 / 6.260
nand2_1: 2 / 7.510
ha_1: 4 / 50.05
-- path summary, 6_finish.rpt --
| path | to | start | slack [ns] |
|---|---|---|---|
| min | A_eqt_B | B[0] | 1.28 |
| max | A_eqt_B | A[3] | 0.07 |
-- timing repair --
action,CTS,global route
hold endpoints to repair,0,0
setup endpoints to repair,3,0
resized,32,0
-- metal layers --
layer / track usage / part of all wire
met1: 0.01912 / 0.36
met2: 0.03371 / 0.57
met3: 0.003409 / 0.068
met4: 0 / 0
met5: 0 / 0
-- through the flow --
stage	worst slack, ns	TNS [ns]	power (mW)
floorplan	0.4339	0	0.02043
global placement	-0.5916	-1.748	0.05620
CTS	0.06460	0	0.07124
global route	0.005008	0	0.07840
finish	0.06854	0	0.06927
detailed placement	-0.5823	-1.727	0.05733
Power and IR drop assume default switching activity.
